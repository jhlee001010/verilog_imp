==> flow/design.v <==
module traffic_light_controller (
    input clk,
    input reset,
    input [3:0] sensor,
    output reg [2:0] state
);
parameter RR = 3'b000;  
parameter GR = 3'b001;  
parameter LR = 3'b010;  
parameter YR = 3'b011;  
parameter RG = 3'b100;  
parameter RL = 3'b101;  
parameter RY = 3'b110;  
wire [2:0] st1, st2, st3, st4, st5;
assign st1 = {~sensor[3] & ~sensor[2] & (sensor[1] | sensor[0]), ~sensor[3] & sensor[2], sensor[3] | ~sensor[2] & ~sensor[1] & sensor[0]};
assign st2 = {1'b0, ~sensor[3], 1'b1};
assign st3 = {1'b0, 1'b1, ~sensor[2] | sensor[3]};
assign st4 = {1'b1, sensor[3] | sensor[2] | ~sensor[1], 1'b0};
assign st5 = {1'b1, sensor[3] | sensor[2] | sensor[1] | ~sensor[0], ~sensor[3] & ~sensor[2] & ~sensor[1] & sensor[0]};
always @ (posedge clk or posedge reset) begin
    if (reset) begin
        state <= RR;
    end else begin
        case (state)
            RR : state <= st1;
            GR : state <= st2;
            LR : state <= st3;
            YR : state <= st1;
            RG : state <= st4;
            RL : state <= st5;
            RY : state <= st1;
        endcase
    end
end
endmodule
==> flow/run.sh <==
#!/bin/bash
# OpenROAD 26Q1-2900-gdf79404cd8, Yosys 0.63+post, stock flow scripts
make -C /OpenROAD-flow-scripts/flow DESIGN_CONFIG=/design/flow/config.mk WORK_HOME=/design/flow/orfs finish
==> flow/config.mk <==
export PLATFORM = sky130hd
export DESIGN_NAME = traffic_light_controller
export DESIGN_NICKNAME = traffic_light_controller
export VERILOG_FILES = /design/flow/design.v
export SDC_FILE = /design/flow/constraint.sdc
export NUM_CORES = 4
export LEC_CHECK = 1
export CORE_AREA = 10 10 70 70
export DIE_AREA = 0 0 80 80
==> flow/constraint.sdc <==
current_design traffic_light_controller

set clk_period 2.3
set clk_io_pct 0.2

create_clock -name clk0 -period $clk_period [get_ports {clk}]

set non_clock_inputs [all_inputs -no_clocks]
set_input_delay [expr $clk_period * $clk_io_pct] -clock clk0 $non_clock_inputs
set_output_delay [expr $clk_period * $clk_io_pct] -clock clk0 [all_outputs]
==> results.cfg <==
; generated from flow reports
[placed_design]
pre_cts_slack_ns = 0.524
hpwl_um = 530
gp_congestion = 0.677
portBuffers = 8

[critical_path]
cp_data_arrival_time_ns = 1.22
rrSetupSlack_ns = 1.12
r2r_start = state[1]$_DFFE_PP0P_
cp_data_required_time_ns = 1.84
end_kind = output port
crit_family = buffers and inverters
startpoint_type = register
slowest_delay_ns = 0.52
path_buffers = 1
timing.rr.end = state[0]$_DFFE_PP0P_
cp_slowest_cell = clkdlybuf4s50_1
path_cells = clkdlybuf4s50_1
r2r_cells = 2
crit_type = register to output port
path_max_fanout = 8

[sta]
slew_headroom_pct = 83.2
rsz0062_at_grt = false
final-hold-violation-count = 0
period_minus_slack_ns = 1.68
finalMaxSlewViolations = 0
fin_ws_ns = 0.617
setup_viol = 0
max_slew.worst_pin.slew_ns = 0.250
fin_setup_tns_ns = 0
finalClockPeriodUsage_pct = 73.2
fmax_mhz = 594
clock_skew_ns = 0.000596

[clock_tree]
cts.sinks = 3
numCtsBuffers = 3
insertion_delay_ns = 0.23
hold_buffers = 0
cts-resized-gates = 0
clk_pin_slew_worst_paths_ns = 0.04
cts_setup_buffers = 0
htreeDepth = 1
cts_tree = built
cts_root_buf = clkbuf_4
cts_buffer_depth = 2

[route]
via_count = 243
initialDrtViolationCount = 35
routedWlPerCell_um = 7.69
ant_nets = 0
via_per_inst = 2.86
antenna-diode-count = 0
drc_errors = 0
routed_wl_um = 654
first_pass_iters = 4

[synthesis]
synth-edff-count = 0
top_cells_by_area = dfrtp_1 33%, inv_1 8.3%, a21oi_1 6.6%
yosysTopAreaCellShare_pct = 33.1
synth_flop_count = 3
yosysWarnings = 1
most_common_cell = inv_1
netlist_instances = 27
synthFlopType = dfrtp_1
ys_seq_share_pct = 33.1
yosysUniqueCellTypes = 16
syn-cell-area_um2 = 226
synth_area_leader_cell = dfrtp_1
avgSynthCellArea_um2 = 8.39
ys_cells = 27
common_cells = 5 x inv_1, 3 x a21oi_1, 3 x dfrtp_1
ys_chip_area_um2 = 226
synthArstFlopShare_pct = 100

[layout]
syn_to_final_growth_pct = 72.4
fillers = 405
post_route_cells_drive_above_1_share_pct = 15.4
top_register = state
largest_reg_flops = 3
reg_top3 = state: 3 flops

[global_route]
top_usage_layer = met1
grt_pass1_vias = 253
gr-usage-all-layers_pct = 1.99
grt.overflow.total = 0
met2_usage_pct = 1.93
grt_start_max_net_pins = 9
grtUsageMet3_pct = 1.93
use_met1_pct = 2.73
grt_pass1_wl_mm = 1.04
antenna_found_initial = 0

[status]
status = completed

[floorplan]
rows = 21
dieArea_um2 = 6400
die_h_um = 80
fp_util_pct = 6.63
die_x_um = 80
core_area_um2 = 3420
pin_count = 9

[power_and_ir_drop]
ir_worst_vdd_uv = 205
cellPowerDensity_nw_per_um2 = 976
total_power_w = 0.000381
p_leak_nw = 0.145

[worst_hold_path]
hold_class = primary input to async pin

[job]
warnings = 25
cap_violations = 0
## worst reg2reg max path, cell delays in order, from the launching register on
cell	delay [ns]
dfrtp_1	0.46
nand2b_1	0.24
a221o_1	0.37
## cells by family (layout without fill, tap and decap cells)
| kind of cell | count (synthesis) | after routing | share of synthesized area, % |
|---|---|---|---|
| AOI/OAI and AO/OA | 11 | 11 | 34.3 |
| buffers and inverters | 5 | 17 | 8.29 |
| and+or+nand+nor | 8 | 8 | 24.3 |
| DFF | 3 | 3 | 33.1 |
## power breakdown
| part | internal, W | leakage (nW) | switching [W] | total, W |
|---|---|---|---|---|
| Clock | 0.0000649 | 0.0150 | 0.0000262 | 0.0000912 |
| Combinational | 0.000102 | 0.0955 | 0.0000536 | 0.000155 |
| Sequential | 0.0000796 | 0.0347 | 0.0000550 | 0.000135 |
| Total | 0.000246 | 0.145 | 0.000135 | 0.000381 |
## routing by layer
| layer | vias up | part of all wire (%) |
|---|---|---|
| met4 | 0 | 0 |
| met2 | 9 | 30 |
| met1 | 110 | 48 |
| met3 | 0 | 22 |
| li1 | 124 | - |
| met5 | - | 0 |
## layout make-up
cell class,count,area [µm²],area share (%)
clock buffers,4,26.3,6.73
multi-input cells,19,133,34.0
flip-flops and latches,3,75.1,19.2
well taps,46,57.6,14.7
repair buffers,8,80.1,20.5
inverters,5,18.8,4.81
## per-stage QoR
stage | area, µm² | hold WS [ns] | utilization [%] | std cells
6_report | 390 | 0.402 | 11.4 | 85
5_1_grt | 390 | 0.415 | 11.4 | 85
4_1_cts | 390 | 0.395 | 11.4 | 85
3_5_place_dp | 364 | 0.595 | 10.7 | 81
3_3_place_gp | 364 | 0.575 | 10.7 | 81
2_1_floorplan | 226 | 0.214 | - | 27
## worst max path at each step
stage	start	endpoint	slack, ns	cells past startpoint
final	state[2]$_DFFE_PP0P_	state[2]	0.62	1
after global routing	state[2]$_DFFE_PP0P_	state[2]	0.54	1
after CTS	state[2]$_DFFE_PP0P_	state[2]	0.60	1
## placed cells by master, fill, tap and decap left out
cell type / n
a221o_1: 1
nor3_1: 2
o21ai_1: 2
nand2b_1: 1
inv_1: 5
a32oi_1: 1
nand2_1: 1
clkdlybuf4s50_1: 8
o221ai_2: 1
nor2b_1: 1
clkbuf_1: 1
nand2b_4: 1
dfrtp_1: 3
a221oi_1: 1
clkbuf_4: 3
a21oi_1: 3
o21ai_0: 2
or3_4: 1
nor2_1: 1
Power figures rest on the tool's default switching activity, not on a simulated workload.
