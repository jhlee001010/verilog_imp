--- flow/run.sh ---
#!/bin/bash
# OpenROAD 26Q1-2900-gdf79404cd8, Yosys 0.63+post, stock flow scripts
make -C /OpenROAD-flow-scripts/flow DESIGN_CONFIG=/design/flow/config.mk WORK_HOME=/design/flow/orfs finish
--- flow/config.mk ---
export PLATFORM = sky130hd
export DESIGN_NAME = traffic_light
export DESIGN_NICKNAME = traffic_light
export VERILOG_FILES = /design/flow/design.v
export SDC_FILE = /design/flow/constraint.sdc
export NUM_CORES = 4
export LEC_CHECK = 1
export CORE_AREA = 10 10 70 70
export DIE_AREA = 0 0 80 80
--- flow/constraint.sdc ---
current_design traffic_light

set clk_period 1.6
set clk_io_pct 0.2

create_clock -name clk0 -period $clk_period [get_ports {clk}]

set non_clock_inputs [all_inputs -no_clocks]
set_input_delay [expr $clk_period * $clk_io_pct] -clock clk0 $non_clock_inputs
set_output_delay [expr $clk_period * $clk_io_pct] -clock clk0 [all_outputs]
--- flow/design.v ---
module traffic_light (
    input wire clk,
    input wire TA,
    input wire TaL,
    input wire TB,
    input wire TbL,
    output wire led_A_red,
    output wire led_A_yellow,
    output wire led_A_green,
    output wire led_A_blue,
    output wire led_B_red,
    output wire led_B_yellow,
    output wire led_B_green,
    output wire led_B_blue
);
    parameter S0 = 3'b000;  
    parameter S1 = 3'b001;  
    parameter S2 = 3'b010;  
    parameter S3 = 3'b011;  
    parameter S4 = 3'b100;  
    parameter S5 = 3'b101;  
    parameter S6 = 3'b110;  
    reg [2:0] current_state;
    reg [2:0] next_state;
    always @(posedge clk) begin
        current_state <= next_state;
    end
    always @(*) begin
        case (current_state)
            S0: begin  
                if (TaL)
                    next_state = S1;
                else if (!TaL && TB)
                    next_state = S6;
                else
                    next_state = S0;
            end
            S1: begin  
                if (TA)
                    next_state = S0;
                else
                    next_state = S2;
            end
            S2: begin  
                next_state = S3;
            end
            S3: begin  
                if (TbL)
                    next_state = S4;
                else if (!TbL && TA)
                    next_state = S6;
                else
                    next_state = S3;
            end
            S4: begin  
                if (TB)
                    next_state = S3;
                else
                    next_state = S5;
            end
            S5: begin  
                next_state = S0;
            end
            S6: begin  
                if (TA)
                    next_state = S0;
                else
                    next_state = S3;
            end
            default: begin
                next_state = S0;  
            end
        endcase
    end
    assign led_A_red    = (current_state == S2) || (current_state == S3) || (current_state == S4) || (current_state == S5) || (current_state == S6);
    assign led_A_yellow = (current_state == S2);
    assign led_A_green  = (current_state == S0) || (current_state == S1);
    assign led_A_blue   = (current_state == S2);  
    assign led_B_red    = (current_state == S0) || (current_state == S1) || (current_state == S2) || (current_state == S5) || (current_state == S6);
    assign led_B_yellow = (current_state == S5);
    assign led_B_green  = (current_state == S3) || (current_state == S4);
    assign led_B_blue   = (current_state == S5);  
endmodule
==> results.json <==
{
  "fin_crit_ns": 1.49,
  "p_leak_nw": 0.209,
  "routed_via_density": 3.07,
  "synth_stat.cells": 34,
  "yosysWarnings": 1,
  "drt-initial-drc-count": 8,
  "global_route.usage.met1_pct": 2.32,
  "end_kind": "primary output",
  "final_cell_area_um2": 487,
  "fillers": 393,
  "grt_util_met2_pct": 3.85,
  "clkPwrFrac_pct": 16.0,
  "cts-root-buf": "clkbuf_4",
  "layout_setup_ws_ns": 0.113,
  "place.gp.congestion": 0.768,
  "cts_tree": "yes",
  "synth_area_leader_cell": "dfxtp_1",
  "post_drt_wl_per_cell_um": 8.28,
  "cp_top_family": "buffers and inverters",
  "portBuffers": 12,
  "synth_cell_types": 20,
  "cts_hold_buf": 0,
  "rows": 21,
  "top_area_share_pct": 24.4,
  "syn_inst": 34,
  "cp_max_fo": 6,
  "start_kind": "register",
  "busiest_layer": "met2",
  "clk_pin_slew_worst_paths_ns": 0.04,
  "core_area_um2": 3420,
  "ys_seq_share_pct": 24.4,
  "grt_pass1_vias": 289,
  "warnings": 25,
  "largestRegisters": "current_state x3",
  "rsz0062_at_grt": "no",
  "cp_slowest_cell": "dfxtp_2",
  "rr_endpoint": "current_state[0]",
  "clock_sinks": 3,
  "slew_headroom_pct": 81.6,
  "overflow": 0,
  "pre_cts_ws_ns": 0.0452,
  "p_sw_uw": 294,
  "area_growth_pct": 97.5,
  "synthTopCellsByArea": "dfxtp_1 (24%), nor2_1 (9.1%), buf_4 (6.1%)",
  "setup_viol": 0,
  "drt-total-wl_um": 795,
  "cts_max_level": 1,
  "status": "finished clean",
  "track_usage_pct": 2.22,
  "grt_max_degree": 8,
  "largest_reg_flops": 3,
  "antenna_found_initial": 0,
  "timing.rr.start": "current_state[1]",
  "syn-mean-instance-area_um2": 7.25,
  "die_y_um": 80,
  "r2r_slack_ns": 0.38,
  "hold_start": "current_state[1]",
  "ys_chip_area_um2": 246,
  "min_to": "current_state[2]",
  "p_int_uw": 538,
  "crit_arrival_ns": 1.17,
  "drive_gt1_share_pct": 38.0,
  "fp_util_pct": 7.22,
  "route.detailed.drc": 0,
  "hold_viol": 0,
  "clock_skew_ns": 0.00122,
  "place_area_um2": 410,
  "crit_chain": "buf_6 -> buf_4 -> nand2b_4 -> nor2_4 -> dlygate4sd2_1",
  "vias": 295,
  "worstSetupPathType": "register to primary output",
  "chipWidth_um": 80,
  "clock_latency_ns": 0.23,
  "maxCapViolCount": 0,
  "top_register": "current_state",
  "max_stage_delay_ns": 0.33,
  "p_sw_share_pct": 35.3,
  "combinationalPowerShare_pct": 62.4,
  "path_buffers": 3,
  "dieArea_um2": 6400,
  "required_ns": 1.28,
  "antenna_left": 0,
  "max_freq_ghz": 0.672,
  "cellPowerDensity_nw_per_um2": 1710,
  "finalCritPeriodShare_pct": 92.9,
  "hp-class": "register to register",
  "reg2reg_depth": 5,
  "dr.pass1.iters": 4,
  "numCtsBuffers": 3,
  "drv_slew": 0,
  "hold_path_depth": 3,
  "pwr-share-seq_pct": 21.6,
  "clockBufferDepth": 2,
  "antenna_cells": 0,
  "dpl.hpwl_um": 594,
  "tns_ns": 0,
  "fin_util_pct": 14.2,
  "ios": 13,
  "worstMarginPinSlew_ns": 0.276,
  "use_met3_pct": 0.341,
  "synth-seq-cells": 3,
  "syn-cell-area_um2": 246,
  "vdd_drop_max_mv": 0.344,
  "grt_first_pass_wirelength_mm": 1.19
}
cells by family after synthesis:
logic type,count (synthesis),share of synthesized area (%)
flops,3,24.4
compound gates,8,23.9
buf+inv,6,16.2
simple gates,17,35.5
power by group through the flow:
stage	clock, mW	sequential, mW	combinational (mW)
4_1_cts	0.142	0.179	0.531
5_1_grt	0.141	0.186	0.571
6_report	0.133	0.180	0.519
metrics by stage:
step | cells | hold WS (ns) | total power [mW]
6_report | 96 | 0.584 | 0.832
5_1_grt | 96 | 0.625 | 0.898
4_1_cts | 96 | 0.578 | 0.852
3_5_place_dp | 90 | 0.582 | 0.618
3_3_place_gp | 90 | 0.575 | 0.616
2_1_floorplan | 34 | 0.435 | 0.383
cells in the final DEF (no fill, tap or decap):
master and n:
a21boi_2 1, a21oi_1 1, a222oi_1 1, a22o_2 1
and3_2 1, buf_4 4, buf_6 1, clkbuf_1 1
clkbuf_4 3, clkdlybuf4s50_1 4, dfxtp_2 2, dfxtp_4 1
dlygate4sd2_1 7, dlymetal6s2s_1 1, inv_1 1, nand2_1 3
nand2b_1 1, nand2b_4 1, nand3_1 1, nand3b_1 2
nor2_1 2, nor2_2 2, nor2_4 2, nor2b_1 1
nor3b_1 1, o21ai_0 2, o31ai_1 1, o32ai_1 1
how the worst max path moves through the flow:
stage | from | to | slack (ns) | cells past startpoint
finish | current_state[1] | led_A_blue | 0.11 | 5
global route | current_state[1] | led_A_blue | 0.06 | 5
CTS | current_state[1] | led_A_green | 0.01 | 3
routing by layer:
layer  share of wire [%]  up-vias
met4                 4.3        0
met3                 8.8        2
met2                  47       13
met1                  40      131
met5                   0        -
li1                    -      149
cell usage after synthesis (all sizes together):
cell type	instances
nand3b	2
dfxtp	3
a22o	1
nor2	6
nor3b	1
a21oi	1
nor2b	1
nand2	3
inv	1
nand2b	2
buf	5
nand3	1
and3	1
o21ai	2
a222oi	1
o31ai	1
o32ai	1
a21boi	1
worst min-delay path, stage by stage (launching register included):
cell	delay, ns
dfxtp_2	0.33
nor2_2	0.05
o21ai_0	0.07
o21ai_0	0.09
cell type report:
| class | instances | area, µm² | share of cell area [%] |
|---|---|---|---|
| clock buffer | 4 | 26.3 | 5.40 |
| multi-input combinational | 25 | 178 | 36.5 |
| sequential | 3 | 66.3 | 13.6 |
| tap | 46 | 57.6 | 11.8 |
| inverter | 1 | 3.75 | 0.771 |
| timing repair buffer | 17 | 155 | 31.9 |
what timing repair did:
item / CTS / global route
buffers inserted: 2 / 0
gates cloned: 0 / 0
setup endpoints to repair: 8 / 1
pin swaps: 3 / 0
gates resized: 21 / 1
No activity file was given, so power comes from the tool's default toggle rates.
